`/design/flow/constraint.sdc`:
```
current_design ALU

set clk_period 17.2
set clk_io_pct 0.2

create_clock -name clk0 -period $clk_period

set non_clock_inputs [all_inputs -no_clocks]
set_input_delay [expr $clk_period * $clk_io_pct] -clock clk0 $non_clock_inputs
set_output_delay [expr $clk_period * $clk_io_pct] -clock clk0 [all_outputs]
```
`/design/flow/run.sh`:
```
#!/bin/bash
# OpenROAD 26Q1-2900-gdf79404cd8, Yosys 0.63+post, stock flow scripts
make -C /OpenROAD-flow-scripts/flow DESIGN_CONFIG=/design/flow/config.mk WORK_HOME=/design/flow/orfs finish
```
`/design/flow/config.mk`:
```
export PLATFORM = sky130hd
export DESIGN_NAME = ALU
export DESIGN_NICKNAME = ALU
export VERILOG_FILES = /design/flow/design.v
export SDC_FILE = /design/flow/constraint.sdc
export NUM_CORES = 4
export LEC_CHECK = 1
export CORE_UTILIZATION = 50
```
`/design/flow/design.v`:
```
parameter
   ZERO     = 32'd0,	 
	OPAND		= 5'd0,
	OPOR		= 5'd1,
	OPXOR		= 5'd2,
	OPADD		= 5'd3,
	OPSUB		= 5'd4,
	OPSLT		= 5'd5,
	OPSLTU	= 5'd6,
	OPSLL		= 5'd7,
	OPSRL		= 5'd8,
	OPSRA		= 5'd9,
	OPLUI		= 5'd10,
	OPMUL		= 5'd11,
	OPMULH	= 5'd12,
	OPMULHU	= 5'd13,
	OPMULHSU	= 5'd14,
	OPDIV		= 5'd15,
	OPDIVU	= 5'd16,
	OPREM		= 5'd17,
	OPREMU	= 5'd18,
	OPNULL	= 5'd31,  
	OPC_LOAD       	= 7'b0000011,
	OPC_OPIMM     		= 7'b0010011,
	OPC_STORE      	= 7'b0100011,
	OPC_RTYPE    		= 7'b0110011,
	OPC_BRANCH     	= 7'b1100011,
	OPC_JALR       	= 7'b1100111,
	OPC_JAL        	= 7'b1101111,
	FUNCT7_ADD			 = 7'b0000000,
   FUNCT7_SUB         = 7'b0100000,
	FUNCT7_SLT			 = 7'b0000000,
	FUNCT7_OR			 = 7'b0000000,
	FUNCT7_AND			 = 7'b0000000,
	FUNCT3_LW			= 3'b010,
	FUNCT3_SW			= 3'b010,	
	FUNCT3_ADD			= 3'b000,
	FUNCT3_SUB			= 3'b000,
	FUNCT3_SLT			= 3'b010,
	FUNCT3_OR			= 3'b110,
	FUNCT3_AND			= 3'b111,	
	FUNCT3_BEQ			= 3'b000,
	FUNCT3_JALR			= 3'b000,	
	TEXT_ADDRESS = 32'h0040_0000,
	DATA_ADDRESS = 32'h1001_0000,
	STACK_ADDRESS = 32'h1001_03FC;
module ALU (
	input        [4:0]  iControl,
	input  signed [31:0] iA, 
	input  signed [31:0] iB,
	output logic [31:0] oResult
);
always @(*)
begin
    case (iControl)
		OPAND:
			oResult <= iA & iB;
		OPOR:
			oResult <= iA | iB;
		OPADD:
			oResult <= iA + iB;
		OPSUB:
			oResult <= iA - iB;
		OPSLT:
			oResult <= iA < iB;
		OPNULL:
			oResult <= ZERO;
		default:
			oResult <= ZERO;
    endcase
end
endmodule
```
==> impl_metrics.yaml <==
# yosys + openroad results
yosys:
  yosysSeqAreaShare_pct: 0
  synth_cells: 698
  netlist_area_um2: 4690
  common_cells: "ha_1 (98), inv_1 (94), nor2_1 (76)"
  top_area_share_pct: 26.2
  topCellsByArea: "ha_1 (26%), inv_1 (7.5%), a21oi_1 (7.4%)"
  yosysWarnings: 1
  yosys_area_um2: 4690
  synth.most_common_cell: "ha_1"
  yosys-stat-cells: 698
  synth_cell_types: 78
  yosys.area.top_type: "ha_1"
  avgSynthCellArea_um2: 6.71
sta:
  rsz0062_at_grt: "no"
  timing.setup.tns_ps: 0
  tightest_slew_ps: 800
  drv_slew: 0
  min_period_ps: 10680
  timing.final.crit_share_pct: 62.1
  setup_viol: 0
  relSlewSlack_pct: 46.7
  finalHoldViolCount: 0
  maxClockFrequency_mhz: 93.7
critical_path:
  cp_num_cells: 15
  slowest_stage: "clkdlybuf4s50_1"
  crit_path_end_kind: "primary output"
  worstPathMaxFanout: 5
  worst_ep_required_time_ps: 13760
  cp-startpoint: "iA[0]"
  critPathMaxStageDelay_ps: 480
  crit_arrival_ps: 7240
  path_common_cell: "o21ai_1"
  crit_buf_inv: 3
  critPathCapture: "oResult[30]"
  crit_chain: "clkdlybuf4s50_1, inv_1, ha_1, fa_1, o21bai_1, a21oi_1, o21ai_1, a311oi_2, o21ai_1, a21oi_2, o31ai_2, o2111ai_1, a21o_1, o21ai_1, clkdlybuf4s50_1"
  path_class: "in -> out"
  critPathTopFamily: "AND-OR/OR-AND gates"
  critPathLaunchType: "primary input"
final_layout:
  drive_gt1_share_pct: 4.70
  clockBufferCount: 0
  areaGrowthSynthToFinish_pct: 21.5
  flop-count: 0
  postLayoutCellArea_um2: 5690
  seq_area_um2: 0
global_routing:
  grt_max_degree: 34
  overflow: 0
  grt_use_total_pct: 28.2
  antenna_found_initial: 0
  grt_pass1_vias: 4817
  grt_first_pass_wirelength_um: 22700
run_status:
  outcome: "complete, no violations"
placed_design:
  dp_hpwl_um: 10700
  port_buffers: 101
  place_area_um2: 5690
  place_congestion: 0.943
die:
  die_h_um: 98.8
  core-area_um2: 8890
  fp_util_pct: 52.7
  die_w_um: 98.8
  ios: 101
  chipArea_um2: 9770
  rows: 34
pwr:
  p_leak_nw: 2.62
  max-vdd-ir-drop_mv: 0.0159
  powerDensity_nw_per_um2: 29.3
run:
  drv_cap: 0
  tool_warnings: 99
routing:
  vias_per_cell: 6.04
  drt_wl_total_um: 13700
  drt_iter0_drc: 226
  dr.pass1.iters: 5
  final_antenna_net_count: 0
  drc_errors: 0
  diodes: 0
  wl_per_cell_um: 15.6
  vias: 5280
clocking:
  cts_hold_buffers: 0
  postCtsSetupRepairBufs: 0
  post_cts_resized: 0
min_path:
  hold_path_class: "in -> out"
-- metrics by stage --
stage	setup WS (ps)	instances	util (%)	power (mW)	hold WS (ps)
finish	6520	874	64.0	0.167	8040
global route	6320	874	64.0	0.184	8100
CTS	6540	874	64.0	0.165	8050
detailed placement	6550	874	64.0	0.164	8040
global placement	6610	874	64.0	0.163	8030
floorplan	8060	698	-	0.107	6970
-- logic make-up (layout without fill, tap and decap cells) --
| logic type | Yosys count | in the layout | share of synthesized area (%) |
|---|---|---|---|
| buffers and inverters | 133 | 201 | 11.5 |
| adders and majority gates | 100 | 100 | 27.0 |
| AOI/OAI and AO/OA | 251 | 251 | 38.7 |
| muxes | 7 | 7 | 1.52 |
| and+or+nand+nor | 198 | 198 | 19.6 |
| xor gates and xnor gates | 9 | 9 | 1.68 |
-- per-layer routing --
layer  GRT usage, %  part of all wire (%)  wire length (um)
met1           39.8                    46              6320
met2           47.0                    45              6170
met3           1.95                   6.5               881
met4           6.66                   2.0               276
met5              0                     0                 0
-- how the worst min path moves through the flow --
stage,from,endpoint,slack [ps],cells after the start
6_report,iB[5],oResult[5],8040,5
5_1_grt,iControl[2],oResult[0],8100,5
4_1_cts,iControl[2],oResult[0],8050,5
-- cells in the final DEF, fill, tap and decap left out, types with 11 or more instances in the layout --
cell type        Yosys  layout
nand3_1             14      14
clkdlybuf4s50_1      0     101
o21ai_0             20      20
o21bai_1            11      11
nor3_1              13      13
a21o_1              15      15
inv_1               94      94
a221oi_1            19      19
o221ai_1            21      21
o22ai_1             14      14
nor2_1              76      76
a21oi_1             69      69
nand2_1             50      50
ha_1                98      98
-- area by class of cell --
type	instances	area, um^2
multi-input combinational	565	4150
fill	794	3200
timing repair buffer	106	1050
inverter	95	357
tap	108	135
-- power breakdown --
part	leakage [nW]	switching (mW)	internal, mW
sequential	0	0	0
combinational	2.62	0.0909	0.0760
clock	0	0	0
total	2.62	0.0909	0.0760
Power is estimated from default activity; no workload was simulated.
